<file path="./constraint.sdc">
current_design dotproduct

set clk_period 20.6
set clk_io_pct 0.2

create_clock -name clk0 -period $clk_period

set non_clock_inputs [all_inputs -no_clocks]
set_input_delay [expr $clk_period * $clk_io_pct] -clock clk0 $non_clock_inputs
set_output_delay [expr $clk_period * $clk_io_pct] -clock clk0 [all_outputs]
</file>
<file path="./run.sh">
#!/bin/bash
# OpenROAD 26Q1-2900-gdf79404cd8, Yosys 0.63+post, stock flow scripts
make -C /OpenROAD-flow-scripts/flow DESIGN_CONFIG=/design/flow/config.mk WORK_HOME=/design/flow/orfs finish
</file>
<file path="./design.v">
`timescale 1ns/10ps
module cla_adder16 (sum, carry_out, a, b, carry_in);
    output [15:0] sum;
    output carry_out;    
    input  [15:0] a, b;
    input carry_in;
    wire [2:0] c1;
    wire [11:0] c0;
    wire [15:0] p,g;
    wire [3:0] P,G;
    wire [15:0] carrys;
    wire [3:0] carrys1;
    assign carrys1 = {c1, carry_in};
    assign carrys =  {c0[11:9], c1[2], c0[8:6], c1[1], c0[5:3], c1[0], c0[2:0], carry_in};
    cla_generator4 cla_gen4_0(c1,P_out,G_out,carry_in,P,G);
    cla_generator4 cla_gen4_1[3:0](c0, P, G, carrys1, p, g);    
    cla_adder cla_add[15:0](sum, p, g, a, b, carrys);		
    my_and cc1(c41, P_out,  carry_in);
    my_or cc2(carry_out, G_out, c41);
endmodule
module cla_adder(sum, p, g, a, b, c);
    output sum;
    output p;
    output g;
    input a;
    input b;
    input c;
    wire w1;
	 initial begin
	end
    my_xor xor1(w1, a, b);
    my_xor xor2(sum, w1, c);
    my_or or1(p, a, b);
    my_and and1(g, a, b);
endmodule
module cla_generator4(c, P, G, carry_in, p, g);
    output [2:0] c;
    output P;
    output G;
    input carry_in;
    input [3:0] p, g;
	initial begin
	end
    my_and cc11(c11 ,carry_in, p[0]);
    my_or cc1(c[0], c11, g[0]);
    my_and3 cc21(c21, carry_in, p[0], p[1]);
    my_and cc22(c22, g[0], p[1]);
    my_or3 cc2(c[1], c21, c22, g[1]);
    my_and4 cc31(c31, carry_in, p[0], p[1] ,p[2]);
    my_and3 cc32(c32 ,g[0], p[1], p[2]);
    my_and cc33(c33, g[1], p[2]);
    my_or4 cc_o(c[2], g[2], c31, c32, c33);
    my_and4 pp1(P, p[0], p[1], p[2], p[3]);
    my_and4 gg1(g_out1, p[1], p[2], p[3], g[0]);
    my_and3 gg2(g_out2, p[2], p[3], g[1]);
    my_and gg3(g_out3, p[3], g[2]);
    my_or4 gg_o(G, g_out1, g_out2 ,g_out3, g[3]);
endmodule
module dotproduct(sum, sample0, sample1, sample2, sample3, sample4, coeff0, coeff1, coeff2, coeff3, coeff4);
	output[15:0] sum;
	input[7:0] sample0, sample1, sample2, sample3, sample4; 
	input[7:0] coeff0, coeff1, coeff2, coeff3, coeff4; 
	wire carry_in;
	wire[15:0] sum, sum2, sum1, sum0;
	wire[15:0] multout0, multout1, multout2, multout3, multout4;
	assign carry_in = 0;
	mult multiplier0(multout0, sample0, coeff0);
	mult multiplier1(multout1, sample1, coeff1);
	mult multiplier2(multout2, sample2, coeff2);
	mult multiplier3(multout3, sample3, coeff3);
	mult multiplier4(multout4, sample4, coeff4);
	cla_adder16 adder0(sum0, carry_out, multout0, multout1, carry_in);
	cla_adder16 adder1 (sum1, carry_out, multout2, multout3, carry_in);
	cla_adder16 adder2 (sum2, carry_out, multout4, sum1, carry_in);
	cla_adder16 adder3 (sum, carry_out, sum0, sum2, carry_in);
endmodule
`timescale 1ns/10ps
module my_nor(y, a, b);
  output y;
  input a, b;
  wire y;
  nor (y,a,b);
endmodule
module my_and(y, a, b);
  output y;
  input a, b;
  wire r1,r2;
  my_nor n1(r1,a,a);
  my_nor n2(r2,b,b);
  my_nor n3(y,r1,r2);
endmodule
module my_and3(y, a, b, c);
  output y;
  input a, b, c;
  wire r1,y;
  my_and a1(r1,a,b);
  my_and a2(y,r1,c);
endmodule
module my_and4(y, a, b, c, d);
  output y;
  input a, b, c, d;
  wire r1,r2,y;
  my_and a1(r1,a,b);
  my_and a2(r2,c,d);
  my_and a3(y,r1,r2);
endmodule
module my_or(y, a, b);
  output y;
  input a, b;
  wire y,r1;
  my_nor n1(r1,a,b);
  my_nor n2(y,r1,r1);
endmodule
module my_or3(y, a, b, c);
  output y;
  input a, b, c;
  wire y,r1;
  my_or o1(r1,a,b);
  my_or o2(y,c,r1);
endmodule
module my_or4(y, a, b, c, d);
  output y;
  input a, b, c, d;
  wire r1,r2,y;
  my_or o1(r1,a,b);
  my_or o2(r2,c,d);
  my_or o3(y,r1,r2);
endmodule
module my_xor(y, a, b);
  output y;
  input a, b;
  wire r1,r2,r3,r4,y;
  my_nor n1(r1,a,a);
  my_nor n2(r2,b,b);
  my_nor n3(r3,a,b);
  my_nor n4(r4,r1,r2);
  my_nor n5(y,r4,r3);
endmodule
module mult(mult_out, sample, coeff);
input [7:0] sample, coeff;
output [15:0] mult_out;
integer i;
reg [15:0] mult_out;
always@(*) begin
mult_out = 0;
for (i = 0; i < 8; i = i + 1)
begin
	if (coeff[i])
		mult_out = mult_out + (sample<<i);
end
end
endmodule
</file>
<file path="./config.mk">
export PLATFORM = sky130hd
export DESIGN_NAME = dotproduct
export DESIGN_NICKNAME = dotproduct
export VERILOG_FILES = /design/flow/design.v
export SDC_FILE = /design/flow/constraint.sdc
export NUM_CORES = 4
export LEC_CHECK = 1
export CORE_UTILIZATION = 40
</file>
==> impl_metrics.env <==
# flow metrics
export IMPL_first_pass_iters=4
export IMPL_synth_xor_xnor_area_share=0.0889
export IMPL_top_cells_by_area="ha_1, inv_1, xnor2_1, a21oi_1, fa_1"
export IMPL_busiest_layer="met2"
export IMPL_hold_class="in -> out"
export IMPL_slowest_delay_ns=0.49
export IMPL_crit_top_cell="xnor2_1"
export IMPL_antenna_cells=0
export IMPL_grt_pass1_wl_um=72000
export IMPL_place_congestion=0.887
export IMPL_wl_per_cell_um=13.0
export IMPL_initial_core_util=0.406
export IMPL_via_per_inst=5.10
export IMPL_grt_max_degree=23
export IMPL_die_x_um=214
export IMPL_warnings=107
export IMPL_fill_cells=4244
export IMPL_ant_nets=0
export IMPL_remaining_drc_errors=0
export IMPL_ctsHoldBuffers=0
export IMPL_synth_warnings=16
export IMPL_finalInstanceArea_mm2=0.0208
export IMPL_worstPathMaxFanout=3
export IMPL_final_hold_viol_count=0
export IMPL_cp_start_kind="primary input"
export IMPL_core_area_mm2=0.0443
export IMPL_ff_count=0
export IMPL_placedCellCount=3196
export IMPL_post_dp_cell_area_mm2=0.0201
export IMPL_ys_seq_share=0
export IMPL_rows=77
export IMPL_postSynthCellCount=2480
export IMPL_fin_crit_ns=19.84
export IMPL_antenna_found_initial=0
export IMPL_clock_buffers=0
export IMPL_die_area_mm2=0.0458
export IMPL_seq_area_um2=0
export IMPL_grt_pass1_vias=15200
export IMPL_critPathCaptureType="output port"
export IMPL_critical_path_arrival_ns=15.72
export IMPL_ys_sh_simple=0.146
export IMPL_drv_cap=0
export IMPL_logic_family="adder cells"
export IMPL_portBuffers=96
export IMPL_dr_total_vias=16400
export IMPL_wl_um=41700
export IMPL_synth_area_mm2=0.0180
export IMPL_synth_distinct_cells=88
export IMPL_grt_overflow=0
export IMPL_grtUsageMet1=0.286
export IMPL_synthMuxAreaShare=0.0700
export IMPL_layout_cells_non_filler=3208
export IMPL_finalCritPeriodShare=0.963
export IMPL_grtUsageMet2=0.311
export IMPL_status="finished clean"
export IMPL_yosys_cells=2480
export IMPL_areaGrowthSynthToFinish_pct=15.5
export IMPL_ys_chip_area_mm2=0.0180
export IMPL_setup_violations=0
export IMPL_maxSlewHeadroom=0.486
export IMPL_yosysTopAreaCell="ha_1"
export IMPL_slew_viol_final=0
export IMPL_synthAdderAreaFrac=0.329
export IMPL_critPathSlowestCell="clkdlybuf4s50_1"
export IMPL_tightest_slew_ns=0.768
export IMPL_hold_path_startpoint="coeff4[0]"
export IMPL_crit_start="sample3[2]"
export IMPL_grt_usage=0.186
export IMPL_hpwl_um=36200
export IMPL_max_freq_mhz=50.4
export IMPL_drive_above_1_share=0.134
export IMPL_hold_ws_ns=9.43
export IMPL_grt_use_met3=0.00232
export IMPL_hold_path_depth=5
export IMPL_crit_type="in -> out"
export IMPL_drtIter0Drc=622
export IMPL_avgSynthCellArea_um2=7.25
export IMPL_io_pins=96
export IMPL_die_h_um=214
export IMPL_synth_top_area_share=0.273
export IMPL_synthAoiAreaFrac=0.268
export IMPL_required_ns=16.48
[routing by layer]
layer  part of all wire  up-vias
met1               0.53     7422
met3              0.012        4
li1                   -     8836
met2               0.46      114
met4            0.00091        0
met5                  0        -
[cells in the final DEF (no fill, tap or decap), types with 36 or more instances in the layout]
cell type,count
nor2b_1,65
a21oi_1,187
o21ai_1,39
clkdlybuf4s50_1,83
o21a_1,56
inv_1,358
mux2i_1,45
buf_4,113
fa_1,45
a21o_1,55
o21ai_0,161
ha_1,374
nand2_1,179
nand2b_1,36
nor2_1,147
mux2_2,67
xnor2_1,139
[stage by stage]
step / worst slack, ns / TNS [ns] / utilization
finish: 0.763 / 0 / 0.469
global route: -0.0347 / -0.0347 / 0.469
CTS: 0.0432 / 0 / 0.453
detailed placement: -0.208 / -0.208 / 0.453
global placement: 0.0975 / 0 / 0.453
floorplan: 1.40 / 0 / -
[cells by family after synthesis]
logic type               Yosys count
adder cells (fa/ha/maj)          443
XOR/XNOR                         181
multiplexers                     117
AND-OR/OR-AND                    751
AND/OR/NAND/NOR                  550
buffers and inverters            438
[area by class of cell]
| cell class | instances | area, um^2 | area share |
|---|---|---|---|
| Inverter | 365 | 1370 | 0.0660 |
| Tap cell | 592 | 741 | 0.0357 |
| Timing Repair Buffer | 209 | 1840 | 0.0887 |
| Multi-Input combinational cell | 2042 | 16800 | 0.810 |
[synth_stat cells, types with 6 or more instances]
cell type and n:
o21bai_1 29, nor3b_1 7, a211o_1 8, mux2i_1 49, nor2b_1 70, o31ai_1 15, nand2_1 181, xnor2_1 142
a21o_1 55, ha_1 392, o21ai_0 193, buf_4 16, and3_1 8, nand2b_1 36, a32o_1 8, xor2_1 38
a211oi_1 6, o21ai_1 21, nand3b_1 6, a21bo_2 6, inv_1 360, fa_1 51, a21boi_0 46, mux2_2 67
a31oi_1 14, or2_2 12, or3_1 10, nand3_1 15, nor2_1 148, a21oi_1 207, clkbuf_1 44, a22oi_1 9
and2_1 19, nor3_1 18, o21a_1 56
[critical path, delay by kind of cell]
family | cells | cell delay (ns)
multiplexers | 1 | 0.28
buffers and inverters | 9 | 1.61
AND-OR/OR-AND | 18 | 2.99
adder cells (fa/ha/maj) | 11 | 2.87
AND/OR/NAND/NOR | 13 | 2.30
XOR/XNOR | 10 | 1.56
[final timing paths]
path                  end  slack [ns]
setup / recovery  sum[15]        0.76
hold / removal     sum[0]        9.43
[timing repair]
| item | in CTS | in global routing |
|---|---|---|
| pin swaps | 1 | 55 |
| buffers inserted | 1 | 11 |
| setup endpoints to repair | 1 | 2 |
| resized | 7 | 167 |
